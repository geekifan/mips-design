`run.sh`:
```
#!/bin/bash
# OpenROAD 26Q1-2900-gdf79404cd8, Yosys 0.63+post, stock flow scripts
make -C /OpenROAD-flow-scripts/flow DESIGN_CONFIG=/design/flow/config.mk WORK_HOME=/design/flow/orfs finish
```
`config.mk`:
```
export PLATFORM = sky130hd
export DESIGN_NAME = ctrl
export DESIGN_NICKNAME = ctrl
export VERILOG_FILES = /design/flow/design.v
export SDC_FILE = /design/flow/constraint.sdc
export NUM_CORES = 4
export LEC_CHECK = 1
export CORE_UTILIZATION = 40
```
`constraint.sdc`:
```
current_design ctrl

set clk_period 3.0
set clk_io_pct 0.2

create_clock -name clk0 -period $clk_period [get_ports {clk}]

set non_clock_inputs [all_inputs -no_clocks]
set_input_delay [expr $clk_period * $clk_io_pct] -clock clk0 $non_clock_inputs
set_output_delay [expr $clk_period * $clk_io_pct] -clock clk0 [all_outputs]
```
`design.v`:
```
`timescale 1ns / 1ps
module ctrl(
    input [31:0] instr,
    input clk, zero, negative, reset, irq,
    input [7:0] addr,
    output reg [3:0] alu_ctr,
    output reg [2:0] ext_dm, md_ctr,
    output reg [1:0] regdst, ext_op,  
    output reg irwr, pcwr,gprwr,dmwr,bsel,shiftsel,hiwr,lowr,hl_opt,cp0wr,epcwr,resetirq,counterwr,
    output reg [1:0] npc_op, be,
    output reg [2:0] wdsel,
    output reg [3:0] npc_instr
    );
    parameter IR = 4'b0000,
              B = 4'b0001,
              J = 4'b0010,
              MA = 4'b0011,
              MD = 4'b0100,
              RHL = 4'b0101,
              RC = 4'b0111,
              WC = 4'b1000,
              ER = 4'b1001,
              BREAK = 4'b1010;
    parameter NPC_IR = 4'b0000,
              NPC_BEQ = 4'b0001,
              NPC_BNE = 4'b0010,
              NPC_BGTZ = 4'b0011,
              NPC_BGEZ = 4'b0100,
              NPC_BLTZ = 4'b0101,
              NPC_BLEZ = 4'b0110,
              NPC_J_JAL = 4'b0111,
              NPC_JR_JALR = 4'b1000,
              NPC_INT = 4'b1001,
              NPC_ERET = 4'b1010;
    parameter S0 = 5'b00000,
              S1 = 5'b00001,
              S2 = 5'b00010,
              S3 = 5'b00011,
              S4 = 5'b00100,
              S5 = 5'b00101,
              S6 = 5'b00110,
              S7 = 5'b00111,
              S8 = 5'b01000,
              S9 = 5'b01001,
              S10 = 5'b01010,
              S11 = 5'b01011,
              S12 = 5'b01100,
              S13 = 5'b01101,
              S14 = 5'b01110,
              S15 = 5'b01111,
              S16 = 5'b10000;
    parameter alu_add = 4'b0000,
              alu_sub = 4'b0001,
              alu_or = 4'b0010,
              alu_neg = 4'b0011,
              alu_and = 4'b0100,
              alu_xor = 4'b0101,
              alu_nor = 4'b0110,
              alu_sl = 4'b0111,
              alu_sr = 4'b1000,
              alu_sra = 4'b1001,
              alu_da = 4'b1010,  
              alu_db = 4'b1011;  
    parameter md_mul = 3'b000,
              md_mulu = 3'b001,
              md_div = 3'b010,
              md_divu = 3'b011,
              md_mthi = 3'b100,
              md_mtlo = 3'b101;
    parameter dm_sw = 2'b00,
              dm_sb = 2'b01,
              dm_sh = 2'b10;
    wire [5:0] op, func;
    wire [4:0] rs, rt, rd;
    wire [15:0] imm;
    assign op = instr[31:26];
    assign func = instr[5:0];
    assign rs = instr[25:21];
    assign rt = instr[20:16];
    assign rd = instr[15:11];
    assign imm = instr[15:0];
    wire sll = (op == 6'b000000 && func == 6'b000000);
    wire sllv = (op == 6'b000000 && func == 6'b000100);
    wire sra = (op == 6'b0000000 && func == 6'b000011);
    wire srav = (op == 6'b000000 && func == 6'b000111);
    wire srl = (op == 6'b000000 && func == 6'b000010);
    wire srlv = (op == 6'b000000 && func == 6'b000110);
    wire add = (op == 6'b000000 && func == 6'b100000);
    wire addu = (op == 6'b000000 && func == 6'b100001);
    wire sub = (op == 6'b000000 && func == 6'b100010);
    wire subu = (op == 6'b000000 && func == 6'b100011);
    wire andr = (op == 6'b000000 && func == 6'b100100);
    wire orr = (op == 6'b000000 && func == 6'b100101);
    wire xorr = (op == 6'b000000 && func == 6'b100110);
    wire norr = (op == 6'b000000 && func == 6'b100111);
    wire slt = (op == 6'b000000 && func == 6'b101010);
    wire sltu = (op == 6'b000000 && func == 6'b101011);
    wire addi = (op == 6'b001000);
    wire addiu = (op == 6'b001001);
    wire andi = (op == 6'b001100);
    wire slti = (op == 6'b001010);
    wire sltiu = (op == 6'b001011);
    wire lui = (op == 6'b001111);
    wire ori = (op == 6'b001101);
    wire xori = (op == 6'b001110);
    wire imme = (addi || addiu || andi || slti || sltiu || lui || ori || xori);
    wire lw = (op == 6'b100011);
    wire lb = (op == 6'b100000);
    wire lbu = (op == 6'b100100);
    wire lh = (op == 6'b100001);
    wire lhu = (op == 6'b100101);
    wire sw = (op == 6'b101011);
    wire sb = (op == 6'b101000);
    wire sh = (op == 6'b101001);
    wire beq = (op == 6'b000100);
    wire bgez = (op == 6'b000001 && rt == 5'b00001);
    wire bgtz = (op == 6'b000111);
    wire blez = (op == 6'b000110);
    wire bltz = (op == 6'b00001 && rt == 5'b00000);
    wire bne = (op == 6'b000101);
    wire j = (op == 6'b000010);
    wire jal = (op == 6'b000011);
    wire jr = (op == 6'b000000 && func == 6'b001000);
    wire jalr = (op == 6'b000000 && func == 6'b001001);
    wire mult = (op == 6'b000000 && func == 6'b011000);
    wire multu = (op == 6'b000000 && func == 6'b011001);
    wire div = (op == 6'b000000 && func == 6'b011010);
    wire divu = (op == 6'b000000 && func == 6'b011011);
    wire mthi = (op == 6'b000000 && func == 6'b010001);
    wire mtlo = (op == 6'b000000 && func == 6'b010011);
    wire mfhi = (op == 6'b000000 && func == 6'b010000);
    wire mflo = (op == 6'b000000 && func == 6'b010010);
    wire mfc0 = (op == 6'b010000 && rs == 5'b00000);
    wire mtc0 = (op == 6'b010000 && rs == 5'b00100);
    wire eret = (op == 6'b010000 && func == 6'b011000);
    wire [3:0] op_type = (sll || sllv || sra || srav || srl || srlv || add || addi || sub || subu || andr || orr || xorr || norr || slt || sltu || addi || addiu || andi || slti || sltiu || lui || ori || xori) ? IR :
                     (lw || lb || lbu || lh || lhu || sw || sh || sb) ? MA:
                          (beq || bgez || bgtz || blez || bltz || bne) ? B:
                                              (j || jal || jr || jalr) ? J:
                       (mult || multu || div || divu || mtlo || mthi) ? MD:
                                                      (mfhi || mflo) ? RHL:
                                                                 mfc0 ? RC:
                                                                 mtc0 ? WC:
                                                                 eret ? ER:
                                                                        IR;
    wire load = (lw || lb || lbu || lh || lhu);
    wire store = (sw || sb || sh);
    reg [4:0] fsm;
    initial
    begin
        fsm <= S0;
        pcwr = 1;
        npc_op = 2'b00;
        irwr = 1;
        gprwr = 0;
        dmwr = 0;
        npc_instr = NPC_IR;
    end
    always@(posedge clk)
    begin
        if (reset)
            fsm <= S0;
        else
            case(fsm)
                S0: fsm <= S1;
                S1: case(op_type)
                        IR: fsm <= S2;
                        MA: fsm <= S4;
                        B: fsm <= S8;
                        J: fsm <= S9;
                        MD: fsm <= S10;
                        RHL: fsm <= S12;
                        RC: fsm <= S13;
                        WC: fsm <= S14;
                        ER: fsm <= S16;
                    endcase
                S2: fsm <= S3;
                S3: fsm <= (irq == 1) ? S15 : S0;
                S4: fsm <= load ? S5 : S7;
                S5: fsm <= S6;
                S6: fsm <= irq ? S15 : S0;
                S7: fsm <= irq ? S15 : S0;
                S8: fsm <= irq ? S15 : S0;
                S9: fsm <= irq ? S15 : S0;
                S10: fsm <= S11;
                S11: fsm <= irq ? S15 : S0;
                S12: fsm <= irq ? S15 : S0;
                S13: fsm <= irq ? S15 : S0;
                S14: fsm <= irq ? S15 : S0;
                S15: fsm <= S0;
                S16: fsm <= S0;
            endcase
    end
    always@(*)
    begin
        case(fsm)
            S0:
            begin
                pcwr = 1;
                npc_op = 2'b00;
                irwr = 1;
                gprwr = 0;
                dmwr = 0;
                npc_instr = NPC_IR;
                hiwr = 0;
                lowr = 0;
                cp0wr = 0;
                resetirq = 0;
                epcwr = 0;
                counterwr = 0;
            end
            S1:
            begin
                pcwr = 0;
                irwr = 0;
                gprwr = 0;
                dmwr = 0;
                alu_ctr = (add || addi || addu || addiu) ? alu_add:
                             (sub || subu || beq || bne) ? alu_sub:
                                             (orr || ori) ? alu_or:
                          (slt || slti || sltu || sltiu) ? alu_neg:
                                          (andr || andi) ? alu_and:
                                          (xorr || xori) ? alu_xor:
                                                  (norr) ? alu_nor:
                                            (sll || sllv) ? alu_sl:
                                            (srl || srlv) ? alu_sr:
                                           (sra || srav) ? alu_sra:
                                                    (lui) ? alu_db:
                           (bgtz || bgez || bltz || blez) ? alu_da:
                                                           alu_add;
                shiftsel = (sllv || srlv || srav) ? 1 : 0;
                regdst = imme ? 2'b00 : 2'b01;
                bsel = (addi || addiu || andi || slti || sltiu || lui || ori || xori) ? 1 : 0;
                wdsel = 3'b000;
                ext_op = (addi || addiu || slti || sltiu) ? 2'b01:  
                                    (ori || andi || xori) ? 2'b00:  
                                                    (lui) ? 2'b10:  
                                                            2'b00;
                npc_instr = (IR||MA) ? NPC_IR:
                            beq ? NPC_BEQ:
                            bne ? NPC_BNE:
                            bgtz ? NPC_BGTZ:
                            bgez ? NPC_BGEZ:
                            blez ? NPC_BLEZ:
                            bltz ? NPC_BLEZ:
                                     NPC_IR;
                hl_opt = mfhi ? 1 : 0;
                hiwr = 0;
                lowr = 0;
                cp0wr = 0;
                epcwr = 0;
            end
            S2:
            begin
                pcwr = 0;
                irwr = 0;
                gprwr = 0;
                dmwr = 0;
                alu_ctr = (add || addi || addu || addiu) ? alu_add:
                                           (sub || subu) ? alu_sub:
                                             (orr || ori) ? alu_or:
                          (slt || slti || sltu || sltiu) ? alu_neg:
                                          (andr || andi) ? alu_and:
                                          (xorr || xori) ? alu_xor:
                                                  (norr) ? alu_nor:
                                            (sll || sllv) ? alu_sl:
                                            (srl || srlv) ? alu_sr:
                                           (sra || srav) ? alu_sra:
                                                    (lui) ? alu_db:
                                                           alu_add;
                shiftsel = (sllv || srlv || srav) ? 1 : 0;
                regdst = imme ? 2'b00 : 2'b01;
                bsel = (addi || addiu || andi || slti || sltiu || lui || ori || xori) ? 1 : 0;
                wdsel = 3'b000;
                ext_op = (addi || addiu || slti || sltiu) ? 2'b01:  
                                    (ori || andi || xori) ? 2'b00:  
                                                    (lui) ? 2'b10:  
                                                            2'b00;
                npc_instr = NPC_IR;
                hiwr = 0;
                lowr = 0;
                cp0wr = 0;
                epcwr = 0;
            end
            S3:
            begin
                pcwr = 0;
                irwr = 0;
                gprwr = 1;
                dmwr = 0;
                alu_ctr = (add || addi || addu || addiu) ? alu_add:
                                           (sub || subu) ? alu_sub:
                                             (orr || ori) ? alu_or:
                                           (slt || slti) ? alu_neg:
                                          (andr || andi) ? alu_and:
                                          (xorr || xori) ? alu_xor:
                                                  (norr) ? alu_nor:
                                            (sll || sllv) ? alu_sl:
                                            (srl || srlv) ? alu_sr:
                                           (sra || srav) ? alu_sra:
                                                           alu_add;
                shiftsel = (sllv || srlv || srav) ? 1 : 0;
                regdst = imme ? 2'b00 : 2'b01;
                bsel = (addi || addiu || andi || slti || sltiu || lui || ori || xori) ? 1 : 0;
                wdsel = 3'b000;
                npc_instr = NPC_IR;
                hiwr = 0;
                lowr = 0;
                cp0wr = 0;
                epcwr = 0;
            end
            S4:
            begin
                pcwr = 0;
                irwr = 0;
                gprwr = 0;
                dmwr = 0;
                alu_ctr = alu_add;
                regdst = 2'b00;
                bsel = 1;
                wdsel = (addr == 16'h7f) ? 3'b101 : 3'b001;
                ext_op = 2'b01;
                npc_instr = NPC_IR;
                hiwr = 0;
                lowr = 0;
                cp0wr = 0;
                epcwr = 0;
            end
            S5:
            begin
                pcwr = 0;
                irwr = 0;
                gprwr = 0;
                dmwr = 0;
                alu_ctr = alu_add;
                regdst = 2'b00;
                bsel = 1;
                wdsel = (addr == 16'h7f) ? 3'b101 : 3'b001;
                ext_op = 2'b01;
                ext_dm = lw ? 3'b000:
                         lb ? 3'b001:
                        lbu ? 3'b010:
                         lh ? 3'b011:
                        lhu ? 3'b100:
                              3'b000;
                npc_instr = NPC_IR;
                hiwr = 0;
                lowr = 0;
                cp0wr = 0;
                epcwr = 0;
            end
            S6:
            begin
                pcwr = 0;
                irwr = 0;
                gprwr = 1;
                dmwr = 0;
                alu_ctr = alu_add;
                regdst = 2'b00;
                bsel = 1;
                wdsel = (addr == 16'h7f) ? 3'b101 : 3'b001;
                ext_op = 2'b01;
                ext_dm = lw ? 3'b000:
                         lb ? 3'b001:
                        lbu ? 3'b010:
                         lh ? 3'b011:
                        lhu ? 3'b100:
                              3'b000;
                npc_instr = NPC_IR;
                hiwr = 0;
                lowr = 0;
                cp0wr = 0;
                epcwr = 0;
            end
            S7:
            begin
                pcwr = 0;
                irwr = 0;
                gprwr = 0;
                dmwr = (addr == 16'h7f) ? 0 : 1;
                be = sw ? dm_sw:
                     sh ? dm_sh:
                     sb ? dm_sb:
                          dm_sw;
                alu_ctr = alu_add;
                regdst = 2'b00;
                bsel = 1;
                wdsel = 3'b001;
                ext_op = 2'b01;
                npc_instr = NPC_IR;
                hiwr = 0;
                lowr = 0;
                cp0wr = 0;
                epcwr = 0;
                counterwr = (addr == 16'h7f) ? 1 : 0;
            end
            S8:
            begin
                pcwr = ((beq && zero) || (bne && !zero) || (bgtz && !zero && !negative) || (bgez && !negative) || (bltz && negative) || (blez && (zero || negative))) ? 1 : 0;
                irwr = 0;
                gprwr = 0;
                dmwr = 0;
                alu_ctr = alu_sub;
                regdst = 2'b00;
                bsel = 0;
                npc_instr = beq ? NPC_BEQ:
                            bne ? NPC_BNE:
                            bgtz ? NPC_BGTZ:
                            bgez ? NPC_BGEZ:
                            blez ? NPC_BLEZ:
                            bltz ? NPC_BLEZ:
                                    NPC_BEQ;
                hiwr = 0;
                lowr = 0;
                cp0wr = 0;
                epcwr = 0;
            end
            S9:
            begin
                pcwr = 1;
                irwr = 0;
                gprwr = (jal || jalr) ? 1 : 0;
                dmwr = 0;
                regdst = jal ? 2'b10:
                        jalr ? 2'b01:
                               2'b01;
                npc_instr = (j || jal) ? NPC_J_JAL:
                            (jr || jalr) ? NPC_JR_JALR:
                                             NPC_J_JAL;
                wdsel = 3'b010;
                hiwr = 0;
                lowr = 0;
                cp0wr = 0;
                epcwr = 0;
            end
            S10:
            begin
                pcwr = 0;
                irwr = 0;
                gprwr = 0;
                dmwr = 0;
                npc_instr = NPC_IR;
                md_ctr = mult ? md_mul:
                         multu ? md_mulu:
                         div ? md_div:
                         divu ? md_divu:
                         mthi ? md_mthi:
                         mtlo ? md_mtlo:
                                md_mul;
                hiwr = 0;
                lowr = 0;
                cp0wr = 0;
                epcwr = 0;
            end
            S11:
            begin
                pcwr = 0;
                irwr = 0;
                gprwr = 0;
                dmwr = 0;
                npc_instr = NPC_IR;
                md_ctr = mult ? md_mul:
                         multu ? md_mulu:
                         div ? md_div:
                         divu ? md_divu:
                         mthi ? md_mthi:
                         mtlo ? md_mtlo:
                                md_mul;
                hiwr = mtlo ? 0 : 1;
                lowr = mthi ? 0 : 1;
                cp0wr = 0;
                epcwr = 0;
            end
            S12:
            begin
                pcwr = 0;
                irwr = 0;
                gprwr = 1;
                dmwr = 0;
                npc_instr = NPC_IR;
                hiwr = 0;
                lowr = 0;
                hl_opt = mfhi ? 1 : 0;
                regdst = 2'b01;
                wdsel = 3'b011;
                cp0wr = 0;
                epcwr = 0;
            end
            S13:
            begin
                pcwr = 0;
                irwr = 0;
                gprwr = 1;
                dmwr = 0;
                npc_instr = NPC_IR;
                hiwr = 0;
                lowr = 0;
                regdst = 2'b00;
                wdsel = 3'b100;
                cp0wr = 0;
                epcwr = 0;
            end
            S14:
            begin
                pcwr = 0;
                irwr = 0;
                gprwr = 0;
                dmwr = 0;
                npc_instr = NPC_IR;
                hiwr = 0;
                lowr = 0;
                regdst = 2'b00;
                wdsel = 3'b100;
                cp0wr = 1;
                epcwr = 0;
            end
            S15:
            begin
                pcwr = 1;
                irwr = 0;
                gprwr = 0;
                dmwr = 0;
                npc_instr = NPC_INT;
                hiwr = 0;
                lowr = 0;
                cp0wr = 0;
                epcwr = 1;
                resetirq = 1;
            end
            S16:
            begin
                pcwr = 1;
                irwr = 0;
                gprwr = 0;
                dmwr = 0;
                npc_instr = NPC_ERET;
                hiwr = 0;
                lowr = 0;
                cp0wr = 0;
                epcwr = 0;
                resetirq = 0;
            end
        endcase
    end
endmodule
```
==> job_summary.md <==
## PnR job results

| Metric | Value |
|---|---|
| Setup repair after global routing missed its margin | `false` |
| Area growth from synthesis to layout | `37.2%` |
| R2R Path End | `fsm[3]` |
| Most numerous cell types in the synthesized netlist | `sky130_fd_sc_hd__nor2_1 (38), sky130_fd_sc_hd__dlxtn_1 (34), sky130_fd_sc_hd__nand2_1 (30), sky130_fd_sc_hd__o21ai_0 (20), sky130_fd_sc_hd__a21oi_1 (19)` |
| Insertion Delay late pin | `0.22 ns` |
| Arrival time at the worst endpoint | `2.46 ns` |
| Power Density | `360 nW/µm²` |
| H-Tree Depth | `1` |
| Final Total Pwr | `1.08 mW` |
| Number of buffers added for setup after CTS | `0` |
| Wire length per cell after detailed routing | `15.2 µm` |
| Main area contributors after synthesis | `sky130_fd_sc_hd__dlxtn_1 (23%), sky130_fd_sc_hd__nor2_1 (6.5%), sky130_fd_sc_hd__nand2_1 (5.2%)` |
| TritonCTS clock tree | `built` |
| Register pins left without a clock | `36` |
| Final ANT Viol Nets | `0` |
| Post-route design area | `2990 µm²` |
| Die Area | `5750 µm²` |
| Number of cells in Yosys stat | `320` |
| Total of flip-flops plus latches after synthesis | `41` |
| Depth of the worst register-to-register path | `5` |
| Met1 Usage GRT | `40.9%` |
| Time the worst path needs with I/O delays and setup | `2.35 ns` |
| Slew margin rel. | `50.3%` |
| Required time at the worst-slack endpoint | `3.11 ns` |
| Die width | `75.8 µm` |
| Destination of the worst hold path | `fsm[3]` |
| Unique cell types | `54` |
| Input/output buffers | `70` |
| Initial DRC count | `190` |
| Layer with the highest usage | `met1` |
| Worst setup skew after layout | `0.000108 ns` |
| Count of TritonRoute iterations in the first routing pass | `4` |
| Worst Path Class, Setup | `in2reg` |
| Via count of the first global-routing pass | `2231` |
| Core utilization at floorplan | `42.2%` |
| Top cell area share | `23.4%` |
| Fmax achieved | `425 MHz` |
| Final RePlAce weighted congestion | `0.979` |
| Slew @ Worst Pin | `0.740 ns` |
| Warnings, synthesis | `1` |
| Min-delay src | `fsm[3]` |
| Drt via density | `5.55` |
| Final cell count without fillers | `453` |
| Placed cell area | `2950 µm²` |
| Class of the worst hold path | `reg2reg` |
| Worst setup startpoint | `instr[29]` |
| Most common cell in the synthesized netlist | `sky130_fd_sc_hd__nor2_1` |
| Cts repair resizes | `0` |
| Crit path buffers/inverters | `1` |
| Worst Setup Start Kind | `input pin` |
| Result of the run | `finished clean` |
| Number of enable flip-flop cells | `0` |
| Layout cell share with drive strength beyond 1 | `5.22%` |
| Count of final max-slew check failures | `0` |
| Leakage power | `1.14 nW` |
| Count of endpoints without a timing constraint | `72` |
| Final Hold Vio Count | `0` |
| Crit path largest cell delay | `0.60 ns` |
| Detailed-route via count | `2513` |
| Global route total overflow | `0` |
| Pin count of the biggest net entering global routing | `25` |
| Worst Path Max Fanout | `11` |
| Cell Count Post-Placement | `449` |
| Boundary Pins | `83` |
| Synthesized area per cell | `6.82 µm²` |
| Drt total wl | `6890 µm` |
| Maximum number of buffers from clock root to sink | `2` |
| Std-Cell Core Area | `5170 µm²` |
| Worst flop-to-flop path startpoint | `fsm[4]` |
| Critical-path top delay cell | `sky130_fd_sc_hd__clkdlybuf4s50_1` |
| Detail Placement HPWL | `5580 µm` |
| First-pass GRT wire length | `11000 µm` |
| Maximum VDD drop | `498 µV` |
| Met2 capacity usage during global routing | `40.2%` |
| Hold path depth | `2` |
| Site Rows | `26` |
| Final setup violation count | `0` |
| GRT Overall Usage | `25.9%` |
| Cell taking the most area after synthesis | `sky130_fd_sc_hd__dlxtn_1` |
| Final setup TNS | `0 ns` |
| Primary flip-flop cell chosen by synthesis mapping | `sky130_fd_sc_hd__dlxtn_1` |
| Post-cts hold-fix buffer tally | `0` |
| Vertical die dimension | `75.8 µm` |
| Critical path's top delay family | `AND-OR/OR-AND gates` |
| Antenna fix cells | `0` |
| End-of-flow core utilization | `57.8%` |
| List of cells traversed by the critical path | `clkdlybuf4s50_1 -> or3b_2 -> a21o_1 -> a31oi_1 -> o22ai_1 -> a32o_1` |
| Worst setup EP type | `flop` |
| Post-layout period usage | `78.5%` |
| Clock buffer count from CTS | `3` |
| Yosys chip area | `2180 µm²` |
| Fraction of synthesis flops using an asynchronous set or reset pin | `0%` |
| Clock transition at path regs | `0.03 ns` |
| Met3 GRT Util | `2.68%` |
| Number of OpenROAD warnings | `36` |
| # DRC | `0` |
| Mapped Area | `2180 µm²` |
| Number of antenna violations at the first check in global routing | `0` |
| CTS root buf | `sky130_fd_sc_hd__clkbuf_8` |
| Count of mapped cells out of synthesis | `320` |
| # Max-Cap Violations | `0` |
| Reg2reg setup slack | `0.99 ns` |
-- report_power, final --
part	switching, mW	internal [mW]	total [mW]
clock network	0.0317	0.0911	0.123
registers	0.0923	0.222	0.314
logic	0.339	0.301	0.640
total	0.463	0.613	1.08
-- cells by family after synthesis --
kind of cell	after synthesis	share of synthesized area (%)
simple gates	158	37.9
compound gates	85	25.1
latches	36	24.8
buf+inv	32	6.20
flops	5	4.59
xor+xnor	3	1.21
other cells	1	0.172
-- worst max path at each step --
stage     endpoint  slack (ns)  depth (start not counted)
4_1_cts     fsm[1]        0.65                          6
6_report    fsm[1]        0.65                          6
5_1_grt     fsm[1]        0.54                          6
-- through the flow --
stage               hold slack (ns)  worst slack (ns)
finish                        0.805             0.645
global route                  0.878             0.538
CTS                           0.806             0.647
detailed placement            0.799             0.416
global placement              0.791             0.415
floorplan                     0.652              1.01
-- state kept, by name (all words and copies together), names as in the netlist, 2 cells and up --
name / flops
wdsel: 3
regdst: 2
fsm: 5
be: 2
npc_instr: 4
alu_ctr: 4
md_ctr: 3
ext_op: 2
ext_dm: 3
-- area by class of cell --
type                    count  area (µm²)
inverters                  11        41.3
fillers                   497        2180
multi-input cells         248        1410
clock buffers               4        45.0
repair buffers             79         768
well taps                  70        87.6
flip-flops and latches     41         641
-- cells in the final DEF, fill, tap and decap left out, drive strengths merged, types with 3 or more instances in the layout --
| master | instances |
|---|---|
| a211oi | 4 |
| nand2 | 30 |
| a21boi | 3 |
| o31ai | 3 |
| nor2b | 10 |
| inv | 10 |
| xnor2 | 3 |
| o21a | 3 |
| nand2b | 13 |
| o21ai | 20 |
| clkdlybuf4s50 | 70 |
| buf | 9 |
| and2 | 3 |
| nor3 | 18 |
| or3 | 3 |
| dfxtp | 5 |
| nor2 | 38 |
| o22ai | 7 |
| dlxtn | 34 |
| o211ai | 3 |
| nor4 | 12 |
| nand3 | 12 |
| a31oi | 6 |
| clkbuf | 4 |
| a21oi | 19 |
| nand4 | 3 |
-- worst min-delay path: stages (launching register included) --
cell,delay (ns)
sky130_fd_sc_hd__dfxtp_1,0.51
sky130_fd_sc_hd__nand2_1,0.16
sky130_fd_sc_hd__a31oi_1,0.07
-- layer usage --
metal,share of wire (%),vias up
met5,0,-
met4,0.32,0
met3,7.1,2
met2,45,113
met1,47,1112
li1,-,1286
No activity file was given, so power comes from the tool's default toggle rates.
