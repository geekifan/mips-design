$ cat design/flow/design.v
`timescale 1ns / 1ps
module npc(
    input zero,
    input negative,
    input [3:0] npc_instr,
    input [31:0] pc,
    input [31:0] epc,
    input [1:0] npc_op,
    input [25:0] imm,
    input [25:0] rs,
    output [31:0] npc,
    output [31:0] pc4
    );
    parameter NPC_IR = 4'b0000,
              NPC_BEQ = 4'b0001,
              NPC_BNE = 4'b0010,
              NPC_BGTZ = 4'b0011,
              NPC_BGEZ = 4'b0100,
              NPC_BLTZ = 4'b0101,
              NPC_BLEZ = 4'b0110,
              NPC_J_JAL = 4'b0111,
              NPC_JR_JALR = 4'b1000,
              NPC_INT = 4'b1001,
              NPC_ERET = 4'b1010;
    wire [15:0] b_addr = imm[15:0];
    assign npc = (npc_instr == NPC_IR) ? pc + 4:
                 ((npc_instr == NPC_BEQ && zero) || (npc_instr == NPC_BNE && !zero) || (npc_instr == NPC_BGTZ && !negative && !zero) || (npc_instr == NPC_BGEZ && !negative) || (npc_instr == NPC_BLTZ && negative) || (npc_instr == NPC_BLEZ && (negative || zero))) ? pc + {{14{b_addr[15]}}, b_addr, 2'b00}:
                 (npc_instr == NPC_J_JAL) ? {pc[31:28], imm, {2{1'b0}}}:
                 (npc_instr == NPC_JR_JALR) ? rs: 
                 (npc_instr == NPC_INT) ? 32'h4180:
                 (npc_instr == NPC_ERET) ? epc:
                 pc + 4;
    assign pc4 = pc + 4;
endmodule
$ cat design/flow/run.sh
#!/bin/bash
# OpenROAD 26Q1-2900-gdf79404cd8, Yosys 0.63+post, stock flow scripts
make -C /OpenROAD-flow-scripts/flow DESIGN_CONFIG=/design/flow/config.mk WORK_HOME=/design/flow/orfs finish
$ cat design/flow/config.mk
export PLATFORM = sky130hd
export DESIGN_NAME = npc
export DESIGN_NICKNAME = npc
export VERILOG_FILES = /design/flow/design.v
export SDC_FILE = /design/flow/constraint.sdc
export NUM_CORES = 4
export LEC_CHECK = 1
export CORE_AREA = 10 10 132 132
export DIE_AREA = 0 0 142 142
$ cat design/flow/constraint.sdc
current_design npc

set clk_period 8.7
set clk_io_pct 0.2

create_clock -name clk0 -period $clk_period

set non_clock_inputs [all_inputs -no_clocks]
set_input_delay [expr $clk_period * $clk_io_pct] -clock clk0 $non_clock_inputs
set_output_delay [expr $clk_period * $clk_io_pct] -clock clk0 [all_outputs]
==> job_summary.md <==
## PnR job results

| Metric | Value |
|---|---|
| Max Cap Viol | 0 |
| WP data arrival | 5540 ps |
| Cell family with most CP delay | AND-OR/OR-AND gates |
| Registers | 0 |
| Worst path cell trace | clkdlybuf4s50_1 -> ha_1 -> fa_1 -> a21oi_1 -> nor2_1 -> o31ai_1 -> a21oi_1 -> o21ai_1 -> a21oi_1 -> nor3b_1 -> clkdlybuf4s50_1 |
| Post-CTS setup repair buffer count | 0 |
| Tool warning count | 34 |
| CP bufs+invs | 2 |
| Core Util, Final | 40.4% |
| Starting DRT DRC Count | 482 |
| DR WL/cell | 22.3 um |
| Global-route wire length before repair | approximately 31000 um |
| Final setup TNS | 0 ps |
| Initial antenna violation count | 2 |
| Pwr Total | 0.363 mW |
| Dpl cells | around 930 |
| Die Wd | 142 um |
| Via density | 5.75 |
| Post-synth top cells | a21oi_1, nor2_1, nand2_1 |
| Warnings, synthesis | 0 |
| Vias | 5366 |
| Worst-margin pin slew | 781 ps |
| Core Area | ~15000 um2 |
| Yosys top cell by area | ha_1 |
| GRT Total Usage | approximately 20% |
| Peak VDD IR | 28.0 uV |
| Most frequent CP cell | a21oi_1 |
| Buffers on Ports | 186 |
| CP Launch Type | input port |
| Max Fclk | 137 MHz |
| Die area | about 20000 um2 |
| Cell variety after synth | 78 |
| Hold buffers post-CTS | 0 |
| Resized Gates After CTS | 0 |
| Unrepaired setup endpoints after global routing | false |
| Crit path capture type | output port |
| Die H | 142 um |
| Final slew viol count | 0 |
| Slowest-stage cell, CP | clkdlybuf4s50_1 |
| Num rows | 44 |
| Status | completed |
| Post-DP HPWL | 16900 um |
| Final setup margin | 1420 ps |
| Fp util | 26.9% |
| GP Congestion | 0.916 |
| Antenna Nets Post-Route | 0 |
| Storage cell area | 0 um2 |
| Setup Viol. Count Final | 0 |
| Layout area overhead | 50.6% |
| Top cell area share | 9.62% |
| Seq/Total Area, Yosys | 0% |
| Congestion Overflow GR | 0 |
| Clock period minus worst slack | 7280 ps |
| Share of post-route cells with drive strength above 1 | 4.69% |
| Final Hold Vio Count | 0 |
| Cell area leaders | ha_1, a21oi_1, xnor2_1, nor2_1, o21ai_0 |
| # IOs | 188 |
| Final WL | approximately 21000 um |
| Avg Synthesized Cell Area | 6.58 um2 |
| PD cells | 61.8 nW/um2 |
| Most common cell in the synthesized netlist | a21oi_1 |
| TritonRoute pass-1 iters | 6 |
| Synth Instances | 593 |
| Pre-CTS WS | between 1000 and 1500 ps |
| Rel. slew slack | 47.8% |
| Largest net degree at the start of global routing | 28 |
| # clk buffers | 0 |
| Final period utilization | ~84% |
| Critical path peak fanout | 9 |
| Leak | 2.27 nW |
| Chip Area, Yosys | 3900 um2 |
| Final cell count without fillers | 933 |
| Hold Path Class | in2out |
| Vias in the first global route | 5258 |
| Critical Path Max Stage Delay | 620 ps |
| Post-route DRC | 0 |
| Critical Path RT | 6960 ps |
| Post-Syn Area | slightly below 4000 um2 |
| Crit Path Category | in2out |
| Cells in synth_stat.txt | 593 |
==> routing by layer <==
metal / vias up / part of all wire, % / global-route usage [%]
met1: 2506 / 45 / 27.0
met4: 0 / 1.4 / 2.47
met5: - / 0 / 0
li1: 2604 / - / -
met3: 12 / 8.3 / 3.83
met2: 244 / 46 / 31.9
==> cell type report <==
cell class,instances,area (um2)
Timing Repair Buffer,197,1940
Tap cell,184,230
Inverter,10,37.5
Fill cell,1481,8660
Multi-Input combinational cell,540,3660
Antenna cell,2,5.00
==> kinds of logic (layout without fill, tap and decap cells) <==
logic type | count (synthesis) | in the layout | share of synthesized area, %
xor+xnor | 41 | 41 | 9.59
simple gates | 232 | 232 | 32.5
other cells | 0 | 2 | 0
compound gates | 231 | 231 | 40.1
mux | 5 | 5 | 1.38
fa+ha+maj | 31 | 31 | 10.1
buf+inv | 53 | 207 | 6.35
==> path summary, 6_finish.rpt <==
kind	from	end	slack (ps)	depth (start not counted)
max	pc[2]	npc[26]	1420	11
min	pc[1]	pc4[1]	4320	2
==> cell usage in the layout (no fill, tap or decap), drive strengths merged, types with 7 or more instances in the layout <==
| cell type | n |
|---|---|
| nor3 | 17 |
| and4 | 8 |
| or3 | 8 |
| clkdlybuf4s50 | 186 |
| o21ai | 42 |
| xnor2 | 30 |
| and2 | 9 |
| nor3b | 7 |
| xor2 | 11 |
| nand4 | 18 |
| buf | 11 |
| and3 | 15 |
| nor2 | 56 |
| inv | 10 |
| a21o | 19 |
| a21oi | 59 |
| a21boi | 7 |
| nand2 | 49 |
| o22ai | 8 |
| o211ai | 9 |
| nand3 | 24 |
| ha | 30 |
| a211oi | 14 |
| a31oi | 10 |
==> report_power, final <==
part | leakage [nW] | switching (mW) | internal [mW] | total (mW)
combinational | 2.27 | 0.175 | 0.189 | 0.363
clock | 0.0000127 | 0 | 0.0000000307 | 0.0000000308
sequential | 0 | 0 | 0 | 0
total | 2.27 | 0.175 | 0.189 | 0.363
==> stage by stage <==
| stage | hold WS (ps) | instance area [um2] |
|---|---|---|
| after floorplan | 3490 | 3900 |
| after global placement | 4330 | 5870 |
| after detailed placement | 4330 | 5870 |
| after CTS | 4330 | 5870 |
| after global routing | 4370 | 5880 |
| final | 4320 | 5880 |
No activity file was given, so power comes from the tool's default toggle rates.
