$ cat config.mk
export PLATFORM = sky130hd
export DESIGN_NAME = alu
export DESIGN_NICKNAME = alu
export VERILOG_FILES = /design/flow/design.v
export SDC_FILE = /design/flow/constraint.sdc
export NUM_CORES = 4
export LEC_CHECK = 1
export CORE_UTILIZATION = 30
$ cat constraint.sdc
current_design alu

set clk_period 31.1
set clk_io_pct 0.2

create_clock -name clk0 -period $clk_period

set non_clock_inputs [all_inputs -no_clocks]
set_input_delay [expr $clk_period * $clk_io_pct] -clock clk0 $non_clock_inputs
set_output_delay [expr $clk_period * $clk_io_pct] -clock clk0 [all_outputs]
$ cat design.v
`timescale 1ns / 1ps
module alu(
    input [31:0] a,
    input [31:0] b,
    input [3:0] alu_ctr,
    input [4:0] shift,
    input shiftsel,
    output reg [31:0] result,
    output reg zero,
    output reg negative
    );
    parameter alu_add = 4'b0000,
              alu_sub = 4'b0001,
              alu_or = 4'b0010,
              alu_neg = 4'b0011,
              alu_and = 4'b0100,
              alu_xor = 4'b0101,
              alu_nor = 4'b0110,
              alu_sl = 4'b0111,
              alu_sr = 4'b1000,
              alu_sra = 4'b1001,
              alu_da = 4'b1010,  
              alu_db = 4'b1011;
    reg [64:0] temp;
    always@(*)
    begin
        case(alu_ctr)
            alu_add: result = a + b;
            alu_sub: result = a - b;
            alu_or: result = a | b;
            alu_neg: result = (a < b) ? 1 : 0;
            alu_and: result = a & b;
            alu_xor: result = a ^ b;
            alu_nor: result = ~(a | b);
            alu_sl: result = shiftsel ? b << a[4:0] : b << shift;
            alu_sr: result = shiftsel ? b >> a[4:0] : b >> shift;
            alu_sra:
                begin
                    temp = shiftsel ? {{32{b[31]}}, b} >> a[4:0] : {{32{b[31]}}, b} >> shift;
                    result = temp[31:0];
                end
            alu_da: result = a;
            alu_db: result = b;
        endcase
        zero = (result == 0) ? 1 : 0;
        negative = (result < 0) ? 1 : 0;
    end
endmodule
$ cat run.sh
#!/bin/bash
# OpenROAD 26Q1-2900-gdf79404cd8, Yosys 0.63+post, stock flow scripts
make -C /OpenROAD-flow-scripts/flow DESIGN_CONFIG=/design/flow/config.mk WORK_HOME=/design/flow/orfs finish
==> qor.yml <==
status:
  status: "complete, no violations"
sta:
  unclocked_pins: 32
  fin_setup_tns_ps: 0
  holdWs_ps: 14030
  hold_violations: 0
  setup_viol: 0
  final.min_clock_period_ps: 18310
  max_slew_margin_pct: 4.609
  untimed_endpoints: 64
  worst_pin_slew_ps: 1395
  slew_violations: 0
  rsz0062_at_grt: "no"
  fmax_ghz: 0.05463
  period_used_pct: 58.86
die:
  fp_util_pct: 30.69
  die_area_sq_um: 40710
  die_w_um: 201.8
  ios: 108
  core_area_sq_um: 39010
  die_h_um: 201.8
  rows: 72
global_route:
  track_usage_pct: 31.77
  grt_pass1_vias: 13530
  grt_max_degree: 46
  grt_overflow: 0
  grt_pass1_wl_um: 95430
  antenna_found_initial: 1
critical_path:
  start_kind: "primary input"
  required_ps: 24880
  end_kind: "output pin"
  cp_max_fo: 12
  max_stage_delay_ps: 810
  path_common_cell: "clkdlybuf4s50_1"
  crit_family: "AND-OR/OR-AND gates"
  worstPathCellList: "clkdlybuf4s50_1, inv_1, ha_1, fa_1, or2_2, a2111oi_0, o311a_1, nor3_1, a221o_1, a221oi_1, o22ai_1, or4_4, a2111oi_4, nand3_1, nor4_2, clkdlybuf4s50_1"
  path_class: "in2out"
  crit_arrival_ps: 12090
  critPathSlowestCell: "clkdlybuf4s50_1"
  critPathBufInv: 3
pwr:
  swShare_pct: 63.54
  power.internal_w: 0.00009454
  peakVddDrop_mv: 0.009806
  finalPower_w: 0.0002593
  p_seq_share_pct: 2.5
  p_switching_w: 0.0001648
  pwr-share-comb_pct: 97.5
  p_per_area_nw_per_um2: 19.19
  pwr-share-clk_pct: 0
  leakage_nw: 5.351
synthesis:
  top_cell_area_share_pct: 10.66
  synthDistinctLibCells: 98
  synthFlopType: "dlxtn_1"
  netlist_instances: 1767
  ys_cells: 1767
  avgSynthCellArea_sq_um: 6.775
  netlist_top_cells_area: "ha_1 11%, nand2_1 6.6%, a21oi_1 6.4%, mux2i_1 6.3%, mux4_2 5.8%"
  async_flop_share_pct: 0
  synth_flops: 32
  yosys_warnings: 33
  synth-edff-count: 0
  yosysTopAreaCell: "ha_1"
  yosys_area_sq_um: 11970
  syn_area_sq_um: 11970
placement:
  place_hpwl_um: 50520
  gp_congestion: 1.042
  portBuffers: 107
layout:
  area_growth_pct: 12.90
  finalCoreUtilization_pct: 34.65
  largest_reg_flops: 32
  fillerInstances: 4123
  drive_gt1_share_pct: 8.324
detailed_routing:
  ant_nets: 0
  vias: 15080
  insertedDiodeCount: 0
  wl_um: 65410
  dr.first_iter.drc_count: 2286
  post_drt_wl_per_cell_um: 28.49
  first_pass_iters: 8
  drc: 0
  vias_per_cell: 6.568
cts:
  cts_hold_buffers: 0
  cts_setup_buffers: 0
  post_cts_resized: 0
flow_run:
  cap_violations: 0
  warnings: 102
min_path:
  hp-class: "in2out"
layer usage:
metal / part of all wire [%] / wire, um / track usage (%)
met5: 0.017 / 11 / 0
met4: 3.9 / 2542 / 8.685
met3: 11 / 7360 / 7.027
met2: 43 / 28220 / 47.87
met1: 42 / 27280 / 45.70
power by group through the flow:
stage,Clock [W],Combinational [W],Sequential [W]
4_1_cts,0,0.000245,0.00000648
5_1_grt,0,0.000267,0.00000666
6_report,0,0.000253,0.00000650
Yosys cell counts (8+ instances only):
cell         n
a21o_1      21
o2111ai_1    9
o21bai_1     8
a22oi_1     33
mux2i_1     75
a32oi_1     11
o211ai_1    42
inv_1      104
a211oi_1    26
nand4_1     14
a221oi_1    25
o21ai_0     92
ha_1       102
mux2_2      14
nor2b_1     16
xnor2_1     12
a2111oi_0    8
a211o_1     11
or3_1        8
nand2b_1    39
o22ai_1     15
dlxtn_1     32
nor3_1      62
buf_2       13
buf_1       16
nand3_1     43
a31oi_1     15
o31ai_1     15
o221ai_1    14
or2_2        9
nand2_1    209
a21oi_1    153
and2_1      10
mux4_2      31
clkbuf_1   109
a2bb2oi_1   12
nor2_1     141
nor4_1      16
cell usage in the layout (no fill, tap or decap), drive strengths merged, types with 9 or more instances in the layout:
| master | instances |
|---|---|
| or2 | 10 |
| nand2 | 209 |
| a21o | 21 |
| a22oi | 33 |
| inv | 104 |
| nand3 | 43 |
| a31oi | 15 |
| a211oi | 27 |
| nor4 | 18 |
| mux2 | 17 |
| a21oi | 153 |
| o221ai | 14 |
| mux2i | 82 |
| o211ai | 42 |
| a2bb2oi | 12 |
| ha | 102 |
| xnor2 | 12 |
| o22ai | 16 |
| nand2b | 39 |
| nor2b | 16 |
| o2111ai | 9 |
| a2111oi | 10 |
| o21ai | 98 |
| nor3 | 62 |
| o31ai | 15 |
| a32oi | 11 |
| clkdlybuf4s50 | 105 |
| mux4 | 31 |
| buf | 55 |
| a211o | 11 |
| a221oi | 25 |
| dlxtn | 32 |
| nand4 | 14 |
| and2 | 11 |
| nor2 | 144 |
worst paths after layout:
kind | cells after the start | end | slack, ps | startpoint
worst max-delay path | 16 | zero | 12790 | a[0]
worst min-delay path | 9 | zero | 14030 | a[31]
stage by stage:
step | std cells | cell area [sq um] | setup slack, ps
6_report | 2296 | 13520 | 12790
5_1_grt | 2296 | 13520 | 12570
4_1_cts | 2296 | 13520 | 12820
3_5_place_dp | 2296 | 13520 | 12850
3_3_place_gp | 2296 | 13520 | 12810
2_1_floorplan | 1767 | 11970 | 14960
cell type report:
| class | instances | area, sq um | area share, % |
|---|---|---|---|
| inverter | 104 | 390.4 | 2.888 |
| multi-input combinational | 1482 | 10540 | 77.97 |
| sequential | 32 | 480.5 | 3.555 |
| tap | 518 | 648.1 | 4.795 |
| timing repair buffer | 160 | 1459 | 10.79 |
kinds of logic after synthesis:
family                   count (synthesis)  synth area share (%)
adder cells (fa/ha/maj)                104                 10.99
AND-OR/OR-AND                          619                 35.94
latches                                 32                 4.013
other                                    1               0.03132
XOR/XNOR                                16                 1.171
AND/OR/NAND/NOR                        612                 24.50
buffers and inverters                  253                 8.633
multiplexers                           130                 14.72
No activity file was given, so power comes from the tool's default toggle rates.
